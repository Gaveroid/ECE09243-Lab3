### flow/config.mk
export PLATFORM = sky130hd
export DESIGN_NAME = mux8
export DESIGN_NICKNAME = mux8
export VERILOG_FILES = /design/flow/design.v
export SDC_FILE = /design/flow/constraint.sdc
export NUM_CORES = 4
export LEC_CHECK = 1
export CORE_AREA = 10 10 120 120
export DIE_AREA = 0 0 130 130
### flow/constraint.sdc
current_design mux8

set clk_period 7.7
set clk_io_pct 0.2

create_clock -name clk0 -period $clk_period

set non_clock_inputs [all_inputs -no_clocks]
set_input_delay [expr $clk_period * $clk_io_pct] -clock clk0 $non_clock_inputs
set_output_delay [expr $clk_period * $clk_io_pct] -clock clk0 [all_outputs]
### flow/design.v
module mux8(o,i0,i1,i2,i3,i4,i5,i6,i7,s);
	input [2:0] s;
	input [31:0]i0,i1,i2,i3,i4,i5,i6,i7;
	output reg [31:0] o;
	always @*
	begin 
		case(s)
			3'd0:o=i0;
			3'd1:o=i1;
			3'd2:o=i2;
			3'd3:o=i3;
			3'd4:o=i4;
			3'd5:o=i5;
			3'd6:o=i6;
			3'd7:o=i7;
		endcase
	end 
endmodule 
### flow/run.sh
#!/bin/bash
# OpenROAD 26Q1-2900-gdf79404cd8, Yosys 0.63+post, stock flow scripts
make -C /OpenROAD-flow-scripts/flow DESIGN_CONFIG=/design/flow/config.mk WORK_HOME=/design/flow/orfs finish
==> notes.md <==
## Final timing
* Slew Limit Fails: 0
* final hold slack: 3.951 ns
* highest clock frequency the design can meet: 176.0 MHz
* setup TNS after final layout: 0 ns
* number of hold violations in the final report: 0
* worst-case headroom to the max-slew limit: 44.68%
* transition time at the pin with the least slew margin: 0.8278 ns
* final worst path period need: 5.683 ns
* RSZ-0062 raised after global routing: false
* Period Utilization, post-route: 73.81%
* count of endpoints failing setup in the final report: 0

## Logic synthesis
* Yosys top cell by area: a22oi_1
* Seq share, synth: 0%
* top area cells in the synthesized netlist: a22oi_1 (18%), mux2_2 (14%), a21bo_2 (11%)
* chip area from the yosys synthesis statistics: 2245 µm²
* synthesized netlist cell count: 306
* Largest type area fraction: 17.73%
* Warnings, synthesis: 1
* Mapped Avg Cell Area: 7.335 µm²
* yosys cell count: 306
* mapped cell area: 2245 µm²
* distinct cell type count of the synthesized netlist: 29

## Cells and area
* register area: 0 µm²
* share of layout cells above drive strength 1: 12.06%
* number of clock-tree buffers in the layout: 0
* fill count: 1204
* Flop Count: 0
* Layout area overhead: 129.5%

## Critical path
* number of buffers and inverters on the critical path: 4
* crit end category: output pin
* category of the critical setup timing path: input port to output pin
* highest fanout seen on the critical path: 39
* crit path max-delay cell type: and3b_1
* kind of cell with the highest combined delay on the critical path: buffers and inverters
* WP data arrival: 4.14 ns
* startpoint class of the critical path: input port
* worst stage delay on the critical path: 0.56 ns
* most numerous cell on the critical path: buf_4
* Crit path depth: 7
* required time at the worst-slack endpoint: 6.16 ns
* sequence of cells on the critical path: buf_2, buf_4, and3b_1, buf_4, a22oi_1, a31oi_1, clkdlybuf4s50_1

## Global routing
* antenna violations before repair: 0
* maximum number of pins on one net before global-route repair: 68
* number of global-route vias before repair: 3715
* GRT Resource Usage Total: 15.73%
* GRT overflow: 0
* wire length of the first global-routing pass: 20980 µm

## Drt
* tally of nets with antenna violations remaining after routing: 0
* detailed-route vias per instance: 4.837
* antenna diode instance count: 0
* Post-Route WL: 14300 µm
* routed wirelength normalized by instance count: 20.11 µm
* total number of vias: 3439
* drc violations: 0
* violation tally from detailed-route iteration zero: 212
* length of the first detailed-routing pass in iterations: 4

## Place
* placer's final routability congestion estimate: 0.8568
* buffers added on ports: 291
* detailed placement HPWL: 11930 µm

## Floorplanning
* Die Height: 130 µm
* I/O pin count: 291
* Chip Width: 130 µm
* area of the core: 11910 µm²
* Pre-Place Util: 18.84%
* total die size: 16900 µm²
* number of cell rows: 40

## Outcome
* result of the run: finished, final reports clean

## Power and ir drop
* Design Power: 0.2794 mW
* maximum ir drop on the vdd rail: 0.02237 mV
* pwr/cell area: 54.23 nW/µm²
* cell leakage power: 1.841 nW

## Worst hold path
* Hold WC Path Type: input port to output pin
* worst hold path depth: 4

## Clock network
* total of cells resized after clock tree synthesis: 0
* # Post-CTS Setup Buffers: 0
* number of hold buffers added after CTS: 0

## Flow run
* count of warning messages emitted by the tools: 32
* Max-cap violations: 0

==> tightest hold or removal path, delay by kind of cell <==
kind | cells | cell delay [ns]
buffers and inverters | 2 | 0.64
AOI/OAI and AO/OA | 2 | 0.23
==> kinds of logic (layout without fill, tap and decap cells) <==
| kind of cell | count (synthesis) | after routing | synth area share, % |
|---|---|---|---|
| simple gates | 82 | 82 | 19.57 |
| buf+inv | 42 | 300 | 10.76 |
| compound gates | 145 | 145 | 49.94 |
| mux | 37 | 37 | 19.73 |
==> layout by cell type, fill, tap and decap left out <==
cell,n
clkdlybuf4s50_1,288
a22oi_1,53
nand2b_1,32
nor2_1,28
mux2_2,28
a31oi_1,27
a21bo_2,25
o211ai_1,25
nand2_1,11
buf_4,7
mux2i_1,6
o2bb2ai_1,3
inv_1,3
a221oi_1,3
nand4b_1,3
o21ai_0,3
o32a_1,3
mux4_2,3
and4b_1,2
a21oi_1,2
and3b_1,2
buf_2,2
nor2_4,1
nor2_2,1
or3_4,1
nor3b_1,1
a211o_1,1
==> area by class of cell <==
cell class	count	area, µm²	area share (%)
Multi-Input combinational cell	264	2011	39.03
Timing Repair Buffer	297	2945	57.18
Tap cell	147	183.9	3.571
Inverter	3	11.26	0.2186
==> where the power goes <==
group	internal (mW)	switching [mW]	total (mW)
Clock	0	0	0
Combinational	0.200	0.0795	0.279
Sequential	0	0	0
Total	0.200	0.0795	0.279
==> cells in the mapped netlist (2+ instances only) <==
cell and count:
and3b_1 2, nor2_1 29, a31oi_1 27, a221oi_1 3, o21ai_0 3, nand4b_1 3
a21oi_1 2, buf_2 26, and4b_1 2, mux2i_1 6, a21bo_2 25, buf_4 3
nand2_1 11, buf_6 3, clkbuf_1 5, o32a_1 3, o211ai_1 25, nand2b_1 32
mux2_2 28, o2bb2ai_1 3, mux4_2 3, a22oi_1 53, inv_1 3
==> final timing paths <==
| path | start | end | slack [ns] |
|---|---|---|---|
| setup / recovery | s[2] | o[15] | 2.02 |
| hold / removal | s[0] | o[28] | 3.95 |
==> through the flow <==
step	util [%]	worst slack, ns	instance area [µm²]	instances
5_1_grt	43.25	1.703	5151	711
6_report	43.25	2.017	5151	711
4_1_cts	43.25	1.994	5151	711
3_3_place_gp	43.25	2.060	5151	711
3_5_place_dp	43.25	1.999	5151	711
2_1_floorplan	-	3.680	2245	306
==> routing by layer <==
metal	GRT usage [%]	routed length, µm
met1	17.95	5380
met2	28.33	7076
met3	5.432	1630
met4	2.050	208
met5	0	0
Power and IR drop assume default switching activity.
